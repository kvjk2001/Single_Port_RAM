<file path="run.sh">
#!/bin/bash
# OpenROAD 26Q1-2900-gdf79404cd8, Yosys 0.63+post, stock flow scripts
make -C /OpenROAD-flow-scripts/flow DESIGN_CONFIG=/design/flow/config.mk WORK_HOME=/design/flow/orfs finish
</file>
<file path="config.mk">
export PLATFORM = sky130hd
export DESIGN_NAME = ram_design
export DESIGN_NICKNAME = ram_design
export VERILOG_FILES = /design/flow/design.v
export SDC_FILE = /design/flow/constraint.sdc
export NUM_CORES = 4
export LEC_CHECK = 1
export CORE_UTILIZATION = 50
</file>
<file path="constraint.sdc">
current_design ram_design

set clk_period 2.4
set clk_io_pct 0.2

create_clock -name clk0 -period $clk_period [get_ports {clk}]

set non_clock_inputs [all_inputs -no_clocks]
set_input_delay [expr $clk_period * $clk_io_pct] -clock clk0 $non_clock_inputs
set_output_delay [expr $clk_period * $clk_io_pct] -clock clk0 [all_outputs]
</file>
<file path="design.v">
module ram_design(
  clk,  
  reset,  
  address,  
  data_in,  
  write_enb,  
  read_enb,   
  data_out    
);          
  input [4:0] address;
  input write_enb;
  input read_enb; 
  input [7:0] data_in;
  input clk;
  input reset;
  output [7:0] data_out;
  reg [7:0] data_out ;
  reg [7:0] memory [0:31];
  always @(posedge clk)
    begin 
      if(!reset)
        memory[address] <= 8'bz;
      else if(write_enb && !read_enb) 
        memory[address] <= data_in;
    end 
  always @(posedge clk)
    begin
      if(!reset) 
        data_out <= 8'bz;
      else if(read_enb && !write_enb)
        data_out <= memory[address];
      else
        data_out <= 8'bz;
    end
endmodule
</file>
==> impl_metrics.json <==
{
  "hp-class": "reg -> reg",
  "cts_hold_buf": 0,
  "drive_gt1_share_pct": 16.4,
  "pin_count": 25,
  "setup_violations": 0,
  "remaining_drc_errors": 0,
  "p_clk_share_pct": 39.4,
  "ant_nets": 0,
  "reg2reg_depth": 4,
  "crit_path_end_kind": "flop",
  "edf_count": 256,
  "pwr-share-seq_pct": 54.8,
  "switching_share_pct": 20.3,
  "startpoint_type": "input pin",
  "tool_warnings": 25,
  "flop_cell": "edfxtp_1",
  "finalClockSkew_ns": 0.00998,
  "grt_pass1_vias": 5711,
  "finalMaxSlewViolations": 0,
  "criticalPathCategory": "in -> reg",
  "arrival_ns": 2.45,
  "synth.distinct_cells": 24,
  "dp.cells": 909,
  "endpoint": "data_out[4]$_DFF_P_",
  "rrSetupSlack_ns": 0.90,
  "placed_area_mm2": 0.0113,
  "top_cells_by_area": "edfxtp_1, mux2i_1, o22ai_1",
  "clock_latency_ns": 0.53,
  "period_needed_ns": 2.06,
  "grt_remaining_overflow": 0,
  "ys_cells": 579,
  "die_area_mm2": 0.0210,
  "syn_to_final_growth_pct": 17.9,
  "num_antenna_cells": 0,
  "fin_crit_sh_pct": 86.0,
  "worst_slack_ns": 0.337,
  "rr_endpoint": "data_out[4]$_DFF_P_",
  "grt_pass1_wl_um": 34200,
  "num_vias": 5428,
  "max_cap_viol_count": 0,
  "crit_family": "simple AND/OR/NAND/NOR gates",
  "post_cts_buffers": 0,
  "maxSlewHeadroom_pct": 66.1,
  "p_leak_nw": 4.26,
  "internal_power_w": 0.00752,
  "ys_seq_share_pct": 76.8,
  "cts_max_level": 1,
  "path_depth": 7,
  "yosysWarnings": 4,
  "async_flop_share_pct": 0,
  "cts_resized": 0,
  "ys.flops": 264,
  "firstDrtPassIters": 4,
  "dpl.hpwl_um": 14600,
  "final_area_mm2": 0.0120,
  "combPwrFrac_pct": 5.8,
  "syn_inst": 579,
  "antenna_found_initial": 1,
  "wl_um": 22500,
  "row_count": 51,
  "clk_pin_slew_ns": 0.06,
  "grt_max_degree": 36,
  "layout.cells.non_filler": 954,
  "dp_slack_ns": -0.184,
  "drt-vias-per-instance": 5.69,
  "cp_data_required_time_ns": 2.79,
  "top_cell_area_share_pct": 75.3,
  "ys_area_mm2": 0.0102,
  "top_area_cell": "edfxtp_1",
  "switching_power_w": 0.00192,
  "cp-startpoint": "address[4]",
  "wl_per_cell_um": 23.6,
  "port_buffers": 24,
  "cts-buffers-inserted": 27,
  "crit_top_cell": "buf_4",
  "clock-sinks": 264,
  "fmax_mhz": 485,
  "gp_congestion": 0.890,
  "cts_root_buf": "clkbuf_16",
  "r2r-start": "memory[7][4]$_DFFE_PP_",
  "synth_area_per_cell_um2": 17.6,
  "clk_path_buf_depth": 3,
  "drt_iter0_drc": 357,
  "crit_buf_inv": 3,
  "initial_core_util_pct": 51.8,
  "hold_viol": 0,
  "core_area_mm2": 0.0197,
  "cts_tree": "done",
  "ir_drop_mv": 0.655,
  "outcome": "completed",
  "die_x_um": 145,
  "fin_util_pct": 61.1,
  "cpPeakStageDelay_ns": 0.49,
  "slowest_stage": "nor4_1",
  "track_usage_pct": 24.7,
  "syn_area_mm2": 0.0102,
  "die-height_um": 145,
  "tightestPinTransition_ns": 0.504,
  "rsz0062_at_grt": "no",
  "crit_fanout": 16,
  "p_per_area_mw_per_mm2": 784,
  "crit_chain": "clkdlybuf4s50_1 > buf_4 > buf_4 > nand4bb_1 > o22ai_1 > nor4_1 > nand2_1"
}
## per-stage QoR
stage | power (W) | setup TNS [ns] | hold WS [ns]
finish | 0.00944 | 0 | 0.669
floorplan | 0.00550 | 0 | 0.572
global placement | 0.00581 | -0.808 | 0.650
CTS | 0.00950 | 0 | 0.660
detailed placement | 0.00582 | -1.07 | 0.651
global route | 0.00973 | 0 | 0.705
## cell families (layout without fill, tap and decap cells)
logic type / count (synthesis) / in the layout / synth area share (%)
AND-OR/OR-AND: 65 / 65 / 4.03
buffers and inverters: 35 / 145 / 1.70
flip-flops: 264 / 264 / 76.8
multiplexers: 128 / 128 / 12.5
AND/OR/NAND/NOR: 87 / 87 / 4.89
## worst reg2reg max path: cells and delay by family (launching register included)
kind / cells / cell delay (ns)
AOI/OAI and AO/OA: 1 / 0.12
DFF: 1 / 0.37
muxes: 1 / 0.32
and+or+nand+nor: 2 / 0.56
## how the worst min path moves through the flow
stage	endpoint	depth (start not counted)	startpoint	slack, ns
after CTS	data_out[3]$_DFF_P_	4	memory[20][3]$_DFFE_PP_	0.66
after global routing	data_out[7]$_DFF_P_	4	memory[22][7]$_DFFE_PP_	0.71
final	data_out[3]$_DFF_P_	4	memory[20][3]$_DFFE_PP_	0.67
## cells in the mapped netlist (2+ instances only)
master and n:
nand4b_1 4, nor2_1 29, o22ai_1 63, nand2b_1 2
nand3b_1 3, nor4_1 16, mux2i_1 128, nor3_1 4
nand3_1 2, nand2_1 12, or3b_2 2, edfxtp_1 256
buf_6 2, dfxtp_1 8, clkbuf_1 11, or4b_1 4
buf_2 22, nand4bb_1 5
## power by group through the flow
stage,clock (W),sequential [W],combinational [W]
6_report,0.00372,0.00517,0.000545
5_1_grt,0.00397,0.00518,0.000587
4_1_cts,0.00378,0.00518,0.000552
## final cells by class
type | count | area, um2
clock inverter | 13 | 85.1
timing repair buffer | 100 | 887
clock buffer | 32 | 694
multi-input combinational | 280 | 2190
sequential | 264 | 7850
fill | 1401 | 7680
tap | 265 | 332
## flip-flops by register name, summed over array words and instances (netlist names)
signal / count
data_out: 8
memory: 256
## per-layer routing
layer | routed length, um | global-route usage, % | vias to the layer above | share of wire, %
met5 | 0 | 0 | - | 0
met4 | 838 | 7.77 | 0 | 3.7
met3 | 1900 | 9.13 | 41 | 8.4
met2 | 11000 | 37.1 | 219 | 49
met1 | 8750 | 37.8 | 2649 | 39
li1 | - | - | 2519 | -
## layout by cell type, fill, tap and decap left out, types with 2 or more instances in the layout
cell type | synthesis | layout
clkbuf_1 | 11 | 5
clkbuf_16 | 0 | 27
mux2i_1 | 128 | 128
nand4bb_1 | 5 | 5
nand4b_1 | 4 | 4
nand2_1 | 12 | 12
nor2_1 | 29 | 29
o22ai_1 | 63 | 63
clkdlybuf4s50_1 | 0 | 23
nor4_1 | 16 | 16
buf_12 | 0 | 6
clkinv_2 | 0 | 4
nand3b_1 | 3 | 3
edfxtp_1 | 256 | 256
or3b_2 | 2 | 2
or4b_1 | 4 | 4
nand2b_1 | 2 | 2
nand3_1 | 2 | 2
buf_4 | 0 | 70
nor3_1 | 4 | 4
clkinv_1 | 0 | 7
dfxtp_1 | 8 | 8
Power and IR drop assume default switching activity.
